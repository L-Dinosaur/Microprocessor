==> /design/flow/design.v <==
module EXControl
(
	clock, reset, IR3, IR4Load,
	ALUop, ALU2, Flagwrite,
	MemWrite, ALUOutWrite,
	MDRload, N, Z, 
	SE4wire, MemRead
);
	input clock, reset, N, Z;
	input [7:0]IR3, SE4wire;
	output MemRead;
	reg MemRead;
	output [2:0]ALUop;
	output [1:0]ALU2;
	output Flagwrite, MemWrite, ALUOutWrite, IR4Load, MDRload;
	reg [2:0]ALUop;
	reg [1:0]ALU2;
	reg Flagwrite, MemWrite, ALUOutWrite, IR4Load, MDRload;
	always@(*)
	begin
		if(reset)
		begin
			ALUop = 3'b000;
			ALU2 = 2'b00;
			ALUOutWrite = 0;
			Flagwrite = 0;
			MemWrite = 0;
			IR4Load = 0;
			MemRead = 0;
			MDRload = 0;
		end
		else if(IR3[2:0] == 3'b011)  
		begin
			ALUop = 3'b100;
			ALU2 = 2'b11;
			ALUOutWrite = 1;
			Flagwrite = 1;
			MemWrite = 0;
			IR4Load = 1;
			MemRead = 0;
			MDRload = 0;
		end
		else if(IR3[2:0] == 3'b111)  
		begin
			ALUop = 3'b010;
			ALU2 = 2'b10;
			ALUOutWrite = 1;
			Flagwrite = 1;
			MemWrite = 0;
			IR4Load = 1;
			MemRead = 0;
			MDRload = 0;
		end
		else if(IR3[3:0] == 4'b0100)  
		begin
			ALUop = 3'b000;
			ALU2 = 2'b00;
			ALUOutWrite = 1;
			Flagwrite = 1;
			MemWrite = 0;
			IR4Load = 1;
			MemRead = 0;
			MDRload = 0;
		end
		else if(IR3[3:0] == 4'b0110)  
		begin
			ALUop = 3'b001;
			ALU2 = 2'b00;
			ALUOutWrite = 1;
			Flagwrite = 1;
			MemWrite = 0;
			IR4Load = 1;
			MemRead = 0;
			MDRload = 0;
		end
		else if(IR3[3:0] == 4'b1000)  
		begin
			ALUop = 3'b011;
			ALU2 = 2'b00;
			ALUOutWrite = 1;
			Flagwrite = 1;
			MemWrite = 0;
			IR4Load = 1;
			MemRead = 0;
			MDRload = 0;
		end
		else if(IR3[3:0] == 4'b0000)  
		begin
			MemRead = 1;
			MDRload = 1;
			ALUop = 3'b000;  
			ALU2 = 2'b00;
			ALUOutWrite = 0;
			Flagwrite = 0;
			MemWrite = 0;
			IR4Load = 1;
		end
		else if(IR3[3:0] == 4'b0010)  
		begin
			MemRead = 0;
			MDRload = 0;
			ALUop = 3'b000;  
			ALU2 = 2'b00;
			ALUOutWrite = 0;
			Flagwrite = 0;
			MemWrite = 1;
			IR4Load = 1;
		end
		else if(IR3[3:0] == 4'b1010)
		begin
			MemRead = 0;
			MDRload = 0;
			ALUop = 3'b000;
			ALU2 = 2'b00;
			ALUOutWrite = 0;
			Flagwrite = 0;
			MemWrite = 0;
			IR4Load = 0;
		end
		else if(IR3[3:0] == 4'b0101)  
		begin
			MemRead = 0;
			MDRload = 0;
			ALUop = 3'b000;
			ALU2 = 2'b01;
			ALUOutWrite = 0;
			Flagwrite = 0;
			MemWrite = 0;
			IR4Load = 0;	
		end
		else if(IR3[3:0] == 4'b1001)  
		begin
			MemRead = 0;
			MDRload = 0;
			ALUop = 3'b000;
			ALU2 = 2'b01;
			ALUOutWrite = 0;
			Flagwrite = 0;
			MemWrite = 0;
			IR4Load = 0;
		end
		else if(IR3[3:0] == 4'b1101)  
		begin
			MemRead = 0;
			MDRload = 0;
			ALUop = 3'b000;
			ALU2 = 2'b01;
			ALUOutWrite = 0;
			Flagwrite = 0;
			MemWrite = 0;
			IR4Load = 0;
		end
		else
		begin
			ALUop = 3'b000;
			ALU2 = 2'b00;
			ALUOutWrite = 0;
			Flagwrite = 0;
			MemWrite = 0;
			IR4Load = 0;
			MemRead = 0;
			MDRload = 0;
		end
	end
endmodule
==> /design/flow/run.sh <==
#!/bin/bash
# OpenROAD 26Q1-2900-gdf79404cd8, Yosys 0.63+post, stock flow scripts
make -C /OpenROAD-flow-scripts/flow DESIGN_CONFIG=/design/flow/config.mk WORK_HOME=/design/flow/orfs finish
==> /design/flow/config.mk <==
export PLATFORM = sky130hd
export DESIGN_NAME = EXControl
export DESIGN_NICKNAME = EXControl
export VERILOG_FILES = /design/flow/design.v
export SDC_FILE = /design/flow/constraint.sdc
export NUM_CORES = 4
export LEC_CHECK = 1
export CORE_AREA = 10 10 70 70
export DIE_AREA = 0 0 80 80
==> /design/flow/constraint.sdc <==
current_design EXControl

set clk_period 1.7
set clk_io_pct 0.2

create_clock -name clk0 -period $clk_period

set non_clock_inputs [all_inputs -no_clocks]
set_input_delay [expr $clk_period * $clk_io_pct] -clock clk0 $non_clock_inputs
set_output_delay [expr $clk_period * $clk_io_pct] -clock clk0 [all_outputs]
==> flow_summary.json <==
{
  "fin_crit_ns": 1.69,
  "chipWidth_um": 80,
  "nClkBuffers": 0,
  "worstSetupPathType": "in2out",
  "grt_pass1_wl_um": 1390,
  "chip_area_um2": 6400,
  "netlist_instances": 25,
  "ys_cells": 25,
  "drc_errors": 0,
  "power_mw": 0.0894,
  "io_pins": 31,
  "ant_nets": 0,
  "hpwl_um": 680,
  "first_global_vias": 280,
  "top_cell_area_share_pct": 9.16,
  "routed_wl_um": 898,
  "rsz0062_at_grt": "true",
  "fillers": 398,
  "max_slew_margin_pct": 77.3,
  "path_max_fanout": 3,
  "num_rows": 21,
  "place_area_um2": 388,
  "overflow": 0,
  "drt_first_pass_iters": 4,
  "powerDensity_nw_per_um2": 181,
  "io_buffers": 16,
  "worstMarginPinSlew_ns": 0.338,
  "maxUsedRoutingLayer": "met3",
  "slew_viol_final": 0,
  "top_cell": "nor2_1",
  "hold_buffers": 0,
  "cp-start-kind": "input port",
  "core_um2": 3420,
  "vias": 274,
  "postLayoutCoreUtil_pct": 14.4,
  "drive_gt1_share_pct": 67.4,
  "ir_drop_mv": 0.0357,
  "grt_usage_pct": 2.59,
  "arrival_ns": 1.35,
  "holdCritPathClass": "in2out",
  "syn_to_final_growth_pct": 201,
  "syn_avg_cell_area_um2": 6.56,
  "vias_per_cell": 2.98,
  "timing.hold.ws_ns": 1.02,
  "flop_area_um2": 0,
  "netlist_area_um2": 164,
  "gp_congestion": 0.831,
  "hp-start": "IR3[1]",
  "path_cells": "buf_8 -> or4b_4 -> buf_6 -> a31oi_4 -> buf_2",
  "ys_seq_share_pct": 0,
  "warnings": 49,
  "fp-utilization_pct": 4.80,
  "top_area_cell": "buf_4",
  "drt-initial-drc-count": 9,
  "common_cells": "nor2_1 (3), buf_4 (2), inv_1 (2), nor3_1 (2)",
  "cp-end-kind": "primary output",
  "flops": 0,
  "max_freq_ghz": 0.590,
  "hold_viol": 0,
  "min_path_cells": 4,
  "yosys.cell_types.count": 20,
  "insertedDiodeCount": 0,
  "cp.required_ns": 1.36,
  "met1Wirelength_um": 376,
  "yosysWarnings": 1,
  "route.met2.wl_um": 330,
  "dr_wl_met3_um": 191,
  "yosys_area_um2": 164,
  "antenna_found_initial": 0,
  "startpoint": "IR3[2]",
  "p_leak_nw": 0.213,
  "finalSetupViolCount": 0,
  "topCellsByArea": "buf_4 (9.2%), or4b_4 (8.4%), buf_6 (6.9%)",
  "final_area_um2": 493,
  "slowest_delay_ns": 0.54,
  "die_y_um": 80,
  "outcome": "finished, final reports clean",
  "crit_path_top_delay_cell": "or4b_4",
  "post_drt_wl_per_cell_um": 9.76,
  "fin_crit_sh_pct": 99.7,
  "maxCapViolations": 0,
  "grt_max_degree": 8
}
layout make-up:
class	count	area, um^2	share of cell area [%]
Timing Repair Buffer	25	223	45.2
Multi-Input combinational cell	19	205	41.6
Tap cell	46	57.6	11.7
Inverter	2	7.51	1.52
layer usage:
layer,GRT usage (%),vias up
li1,-,135
met1,3.16,127
met2,3.61,12
met3,2.16,0
met4,0,0
met5,0,-
power breakdown:
group / switching, mW / internal, mW
sequential: 0 / 0
combinational: 0.0379 / 0.0515
clock: 0 / 0
cells by family after synthesis:
family	share of synthesized area [%]
and+or+nand+nor	54.2
buffers and inverters	23.7
AOI/OAI and AO/OA	22.1
layout by cell type (no fill, tap or decap):
cell type	netlist	routed
or4b_4	1	1
a21oi_4	0	1
buf_2	1	7
dlymetal6s2s_1	0	1
buf_4	2	3
or3b_4	0	1
nor2_4	0	1
a221oi_2	0	1
nor3_1	2	2
a211oi_2	0	1
clkdlybuf4s15_1	0	1
inv_1	2	2
a2111oi_4	0	1
buf_6	1	9
nor2_1	3	1
a31oi_4	0	1
nand2_4	0	1
or3b_1	1	1
nor2_2	0	1
or2_0	1	1
nor2b_1	1	1
nand3b_1	1	1
buf_8	0	1
dlygate4sd2_1	0	3
or4_4	0	1
nand3_1	1	1
worst paths after layout:
kind              slack, ns        end
setup / recovery      0.005  Flagwrite
hold / removal         1.02    ALU2[1]
critical path: cells and delay by family:
kind                   cells  cell delay [ns]
and+or+nand+nor            1             0.54
buffers and inverters      3             0.36
AOI/OAI and AO/OA          1             0.12
per-stage QoR:
stage / cells / setup TNS (ns) / setup WS [ns]
after floorplan: 25 / 0 / 0.145
after global placement: 88 / -6.96 / -0.749
after detailed placement: 88 / -7.05 / -0.787
after CTS: 92 / -0.100 / -0.0506
after global routing: 92 / -0.0727 / -0.0381
final: 92 / 0 / 0.00508
timing repair:
action | 4_1_cts | 5_1_grt
gates cloned | 0 | 0
pin swaps | 8 | 5
gates resized | 64 | 11
endpoints found under the setup margin | 11 | 9
setup buffers | 4 | 0
Power and IR drop assume default switching activity.
