File: flow/config.mk
export PLATFORM = sky130hd
export DESIGN_NAME = RF
export DESIGN_NICKNAME = RF
export VERILOG_FILES = /design/flow/design.v
export SDC_FILE = /design/flow/constraint.sdc
export NUM_CORES = 4
export LEC_CHECK = 1
export CORE_UTILIZATION = 40
File: flow/constraint.sdc
current_design RF

set clk_period 1.5
set clk_io_pct 0.2

create_clock -name clk0 -period $clk_period [get_ports {clock}]

set non_clock_inputs [all_inputs -no_clocks]
set_input_delay [expr $clk_period * $clk_io_pct] -clock clk0 $non_clock_inputs
set_output_delay [expr $clk_period * $clk_io_pct] -clock clk0 [all_outputs]
File: flow/design.v
module RF
(
clock, reg1, reg2, regw,
dataw, RFWrite, data1, data2,
r0, r1, r2, r3, reset
);
input clock;
input [1:0] reg1, reg2, regw;
input [7:0] dataw;
input RFWrite;
input reset;
output [7:0] data1, data2;
output [7:0] r0, r1, r2, r3;
reg [7:0] k0, k1, k2, k3;
reg [7:0] data1_tmp, data2_tmp;
always @(*)
begin
	case (reg1)
		0: data1_tmp = k0;
		1: data1_tmp = k1;
		2: data1_tmp = k2;
		3: data1_tmp = k3;
	endcase
	case (reg2)
		0: data2_tmp = k0;
		1: data2_tmp = k1;
		2: data2_tmp = k2;
		3: data2_tmp = k3;
	endcase
end
always @(posedge clock or posedge reset)
begin
	if (reset) begin
		k0 = 0;
		k1 = 0;
		k2 = 0;
		k3 = 0;
	end	else begin
		if (RFWrite) begin
			case (regw)
				0: k0 = dataw;
				1: k1 = dataw;
				2: k2 = dataw;
				3: k3 = dataw;
			endcase
		end
	end
end
assign data1 = data1_tmp;
assign data2 = data2_tmp;
assign r0 = k0;
assign r1 = k1;
assign r2 = k2;
assign r3 = k3;
endmodule
File: flow/run.sh
#!/bin/bash
# OpenROAD 26Q1-2900-gdf79404cd8, Yosys 0.63+post, stock flow scripts
make -C /OpenROAD-flow-scripts/flow DESIGN_CONFIG=/design/flow/config.mk WORK_HOME=/design/flow/orfs finish
==> results.json <==
{
  "r2r_start": "k0[2]$_DFFE_PP0P_",
  "routed_wire_length_per_instance_um": 16.7,
  "reg_to_reg_endpoint": "k0[2]$_DFFE_PP0P_",
  "dr.pass1.iters": 2,
  "post_synth_inst_count": 89,
  "grtUsageMet2_pct": 40.3,
  "syn-mean-instance-area_um2": 17.9,
  "overflow": 0,
  "ys_cells": 89,
  "worst_hold_slack_ns": 0.365,
  "clk_latency_ns": 0.28,
  "worst_slew_margin_rel_pct": 82.1,
  "hold_buffers": 0,
  "rsz0062_at_grt": "true",
  "synth_warnings": 1,
  "drt-total-wl_um": 4640,
  "tritoncts": "built",
  "post-route-period-util_pct": 114,
  "postLayoutSetupSlackWorst_ns": -0.207,
  "rows": 22,
  "ys_area_um2": 1600,
  "library_cell_used_as_clock_root_buffer": "clkbuf_8",
  "crit_start": "k3[5]$_DFFE_PP0P_",
  "global_route.usage.met1_pct": 39.5,
  "all_layer_gr_usage_pct": 25.6,
  "p_leak_nw": 1.44,
  "vdd_drop_max_mv": 0.804,
  "setup.reg_to_reg.worst_slack_ns": 0.40,
  "max_cap_viol_count": 0,
  "grt_antenna_before_repair": 0,
  "synth.ff_latch_count": 32,
  "kind_of_path_behind_the_tightest_hold_check": "in -> async",
  "worst_path_largest_cell_delay_ns": 0.46,
  "synth-seq-area-share_pct": 50.2,
  "timing.clock.skew_ns": 0,
  "path_delay_family": "multiplexers",
  "synthesis.area_um2": 1600,
  "detail_route.vias_per_cell": 4.93,
  "grt_pass1_vias": 1451,
  "fp.dieArea_um2": 4250,
  "clk_transition_reported_paths_ns": 0.06,
  "tool_warnings": 28,
  "drt_iter0_markers": 40,
  "grt_pass1_wl_um": 7420,
  "gr-max-usage-layer": "met2",
  "finalWorstPathRequiredPeriod_ns": 1.71,
  "grt_max_degree": 33,
  "diodes": 0,
  "critical_path_peak_fanout": 2,
  "synthDistinctLibCells": 8,
  "worstRegToRegCells": 4,
  "cp.arrival_ns": 1.41,
  "core-area_um2": 3740,
  "num_io_pins": 65,
  "gp_congestion": 0.769,
  "buffer_ports.inserted": 64,
  "place.detailed.instances": 233,
  "run_status": "finished with violations",
  "initial_utilization_pct": 42.6,
  "slew_viol_final": 0,
  "violations_in_the_final_reports": "negative setup slack",
  "final_antenna_net_count": 0,
  "tritoncts.num_buffers": 5,
  "fmax_mhz": 586,
  "worstSetupPathType": "reg -> out",
  "critPathCaptureType": "output pin",
  "floorplan.die.height_um": 65.2,
  "worstPathBufferInverterCount": 2,
  "drcViolationCount": 0,
  "instances_no_fill": 278,
  "cts-htree-levels": 2,
  "timing_worst_slew_pin_value_ns": 0.268,
  "finalSetupViolCount": 17,
  "dp.final_hpwl_um": 2910,
  "depth_of_the_critical_timing_path_with_buffers_and_inverters_included": 3,
  "cts.path.max_buffers": 2,
  "vias": 1371,
  "critical_path.slowest_cell": "mux4_2",
  "power-per-cell-area_nw_per_um2": 1050,
  "die_width_um": 65.2,
  "share_of_final_layout_standard_cells_stronger_than_drive_strength_1_pct": 67.0,
  "worstSetupStartpointType": "flip-flop",
  "tritoncts_num_sinks": 32,
  "grtUsageMet3_pct": 7.22,
  "synthToLayoutAreaGrowth_pct": 88.5,
  "sequence_of_cells_on_the_critical_path": "buf_6, mux4_2, buf_2",
  "critical_path_required_ns": 1.20,
  "layout.filler_cells": 223,
  "finalHoldViolCount": 0
}
## metal layers
layer	routed length, µm	part of all wire, %	vias up
li1	-	-	643
met1	2110	46	672
met2	2240	48	50
met3	237	5.1	6
met4	49	1.1	0
met5	0	0	-
## synthesized netlist by cell type
cell type | instances | area, µm²
dfrtp_1 | 32 | 801
mux2_2 | 32 | 360
mux4_2 | 16 | 360
buf_2 | 4 | 20.0
nand3b_2 | 2 | 22.5
inv_1 | 1 | 3.75
nand3_2 | 1 | 10.0
nor3b_4 | 1 | 18.8
## cell type report
| class | count | area (µm²) | share of cell area (%) |
|---|---|---|---|
| timing repair buffer | 138 | 1280 | 42.5 |
| sequential | 32 | 801 | 26.6 |
| multi-input combinational | 52 | 790 | 26.2 |
| clock buffer | 6 | 72.6 | 2.41 |
| tap | 48 | 60.1 | 2.00 |
| clock inverter | 1 | 5.00 | 0.166 |
| inverter | 1 | 3.75 | 0.125 |
## report_power, final
| group | leakage [nW] | switching [mW] | total, mW | internal [mW] |
|---|---|---|---|---|
| logic | 1.02 | 0.336 | 1.39 | 1.05 |
| registers | 0.379 | 0.129 | 1.16 | 1.03 |
| clock network | 0.0410 | 0.301 | 0.615 | 0.315 |
| total | 1.44 | 0.766 | 3.16 | 2.40 |
## what timing repair did
action	CTS	global route
setup buffers	35	5
cloned	0	0
endpoints found under the setup margin	41	27
pin swaps	0	0
resized	113	19
## state kept, by name (all words and copies together), names as in the netlist
signal and flops:
k0 8, k1 8, k2 8, k3 8
## worst min-delay path, delay by kind of cell
kind                   cells  cell delay (ns)
buffers and inverters      3             0.70
## stage by stage
stage | area, µm² | setup slack (ns) | total power, mW | setup TNS, ns | utilization (%)
floorplan | 1600 | 0.194 | 1.46 | 0 | -
global placement | 2580 | -0.685 | 2.30 | -16.52 | 69.1
detailed placement | 2580 | -0.699 | 2.33 | -17.24 | 69.1
CTS | 2920 | -0.187 | 3.10 | -1.76 | 78.1
global route | 3010 | -0.256 | 3.36 | -2.70 | 80.4
finish | 3010 | -0.207 | 3.16 | -1.80 | 80.4
## cells in the final DEF (no fill, tap or decap)
cell type / synthesis / layout
clkdlybuf4s15_2: 0 / 1
clkbuf_2: 0 / 2
clkbuf_1: 0 / 1
mux4_2: 16 / 16
buf_12: 0 / 5
inv_1: 1 / 1
nand3b_4: 0 / 2
nand3_2: 1 / 1
clkdlybuf4s50_1: 0 / 15
buf_6: 0 / 38
clkbuf_8: 0 / 5
buf_4: 0 / 33
clkinv_2: 0 / 1
dlygate4sd2_1: 0 / 24
mux2_2: 32 / 32
clkdlybuf4s15_1: 0 / 1
dlymetal6s2s_1: 0 / 2
buf_2: 4 / 17
dfrtp_1: 32 / 32
nor3b_4: 1 / 1
## cells by family after synthesis
family | Yosys count | synth area share [%]
buffers and inverters | 5 | 1.49
DFF | 32 | 50.2
muxes | 48 | 45.1
and+or+nand+nor | 4 | 3.21
## worst max path at each step
stage                       to  slack (ns)
after CTS             data2[5]       -0.19
after global routing  data1[5]       -0.26
final                 data1[5]       -0.21
Power figures rest on the tool's default switching activity, not on a simulated workload.
