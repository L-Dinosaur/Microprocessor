`./run.sh`:
```
#!/bin/bash
# OpenROAD 26Q1-2900-gdf79404cd8, Yosys 0.63+post, stock flow scripts
make -C /OpenROAD-flow-scripts/flow DESIGN_CONFIG=/design/flow/config.mk WORK_HOME=/design/flow/orfs finish
```
`./config.mk`:
```
export PLATFORM = sky130hd
export DESIGN_NAME = HEXs
export DESIGN_NICKNAME = HEXs
export VERILOG_FILES = /design/flow/design.v
export SDC_FILE = /design/flow/constraint.sdc
export NUM_CORES = 4
export LEC_CHECK = 1
export CORE_AREA = 10 10 106 106
export DIE_AREA = 0 0 116 116
```
`./constraint.sdc`:
```
current_design HEXs

set clk_period 2.0
set clk_io_pct 0.2

create_clock -name clk0 -period $clk_period

set non_clock_inputs [all_inputs -no_clocks]
set_input_delay [expr $clk_period * $clk_io_pct] -clock clk0 $non_clock_inputs
set_output_delay [expr $clk_period * $clk_io_pct] -clock clk0 [all_outputs]
```
`./design.v`:
```
module chooseHEXs
(
in0, in1, in2, in3,
select, out1, out0
);
input 	[7:0] in0, in1, in2, in3;
input	[1:0] select;
output 	[6:0] out0, out1;
reg		[7:0] temp_in;
always@(*)
begin
	if( select == 0 )
		temp_in = in0;
	else if( select == 1 )
		temp_in = in1;
	else if( select == 2 )
		temp_in = in2;
	else if( select == 3 )
		temp_in = in3;
	else
		temp_in = in0;
end
HEX hex0 ( temp_in[7:4], out1 );
HEX hex1 ( temp_in[3:0], out0 );
endmodule
module HEXs
(
in0, in1, in2, in3,selH, counter_output,
out0, out1, out2, out3,
out4, out5
);
input 	[7:0] in0, in1, in2, in3;
input 	selH;
output 	[6:0] out0, out1, out2, out3;
output 	[6:0] out4, out5;
input [15:0] counter_output;
reg [3:0] hex_in_0;
reg [3:0] hex_in_1;
reg [3:0] hex_in_2;
reg [3:0] hex_in_3;
reg [3:0] hex_in_4;
reg [3:0] hex_in_5;
always @(*)
begin
	case (selH)
	   0: begin
	   hex_in_0 = in0[7:4];
	   hex_in_1 = in0[3:0];
	   hex_in_2 = counter_output[3:0];
	   hex_in_3 = counter_output[7:4];
	   hex_in_4 = counter_output[11:8];
	   hex_in_5 = counter_output[15:12];
      end
	   1: begin
	   hex_in_0 = in1[7:4];
	   hex_in_1 = in1[3:0];
	   hex_in_2 = in2[7:4];
	   hex_in_3 = in2[3:0];
	   hex_in_4 = in3[7:4];
	   hex_in_5 = in3[3:0];
      end
	endcase
end
HEX hex0 ( hex_in_0, out5 );
HEX hex1 ( hex_in_1, out4 );
HEX hex2 ( hex_in_2, out3 );
HEX hex3 ( hex_in_3, out2 );
HEX hex4 ( hex_in_4, out1 );
HEX hex5 ( hex_in_5, out0 );
endmodule
module HEX (in, out);
input 	[3:0] in;
output 	[6:0] out;
reg [6:0] out;
always @(in)
begin
	case (in)
		0: out = 7'b1000000;
		1: out = 7'b1111001;
		2: out = 7'b0100100;
		3: out = 7'b0110000;
		4: out = 7'b0011001;
		5: out = 7'b0010010;
		6: out = 7'b0000010;
		7: out = 7'b1111000;
		8: out = 7'b0000000;
		9: out = 7'b0010000;
		10: out = 7'b0001000;
		11: out = 7'b0000011;
		12: out = 7'b1000110;
		13: out = 7'b0100001;
		14: out = 7'b0000110;
		15: out = 7'b0001110;
	endcase
end
endmodule
```
==> results.json <==
{
  "status": "finished with violations",
  "violations": "setup timing",
  "required_ps": 1600,
  "cap_violations": 0,
  "cp-start-kind": "primary input",
  "grtUsageMet1": 0.136,
  "grt-ovfl-total": 0,
  "grt_pass1_vias": 2411,
  "tightest_slew_ps": 304,
  "core_area_mm2": 0.00885,
  "criticalPathCategory": "primary input to primary output",
  "rows": 34,
  "vias": 2272,
  "path_common_cell": "buf_12",
  "use_met3": 0.0152,
  "avgSynthCellArea_um2": 9.59,
  "initial_core_util": 0.213,
  "grt_pass1_wl_um": 11800,
  "setup_slack_ps": -282,
  "chipHeight_um": 116,
  "final_max_slew_viol_count": 0,
  "leakage_nw": 2.11,
  "setup_tns_ps": -5870,
  "tool_warnings": 65,
  "seq_cells": 0,
  "rsz0062_at_grt": "yes",
  "grt_busiest_layer": "met2",
  "fmax_ghz": 0.438,
  "syn_area_mm2": 0.00188,
  "die_width_um": 116,
  "critical_path_arrival_ps": 1880,
  "synth_warnings": 2,
  "fin_util": 0.494,
  "postCtsHoldBufs": 0,
  "power_switching_uw": 467,
  "path_buffers": 4,
  "lay_top_cells": "buf_4 (73), buf_6 (54), buf_2 (37)",
  "synth_top_area_share": 0.240,
  "area.growth.synth_to_final_pct": 133,
  "numPortBuffers": 91,
  "postSynthSeqShare": 0,
  "fillerInstances": 762,
  "hpwl_um": 5240,
  "relSlewSlack": 0.793,
  "syn_inst": 196,
  "combPwrFrac": 1.000,
  "antenna_found_initial": 0,
  "min_period_over_period": 1.14,
  "synth.distinct_cells": 25,
  "path_cells": "buf_12 > buf_12 > mux2i_4 > inv_2 > ha_4 > mux4_2 > buf_2",
  "pin_count": 91,
  "hp-class": "primary input to primary output",
  "intPower_uw": 747,
  "synth.area.top_cells": "ha_1 (24%), mux2i_1 (19%), mux2i_4 (8.4%)",
  "regArea_um2": 0,
  "grt_max_degree": 9,
  "hold_violations": 0,
  "pwr-share-seq": 0,
  "drtIter0Drc": 38,
  "die_area_mm2": 0.0135,
  "place.gp.congestion": 0.854,
  "ant_nets": 0,
  "post-route-drc-count": 0,
  "grtUsageMet2": 0.183,
  "comb_area_mm2": 0.00216,
  "endpoint_kind": "primary output",
  "vias_per_cell": 4.39,
  "swShare": 0.385,
  "detail_route.wl_per_cell_um": 14.1,
  "drive_above_1_share": 0.645,
  "p_clk_frac": 0,
  "top_area_cell": "ha_1",
  "track_usage": 0.103,
  "crit_family": "multiplexers",
  "power_density_mw_per_mm2": 278,
  "layout_top_cell": "buf_4",
  "antennaDiodeCount": 0,
  "slowest_delay_ps": 470,
  "slowest_stage": "mux4_2",
  "ys_cells": 196,
  "routed_wl_um": 7310,
  "p_total_mw": 1.21,
  "n_clock_buffer": 0,
  "firstDrtPassIters": 4,
  "min_period_ps": 2280,
  "ys_chip_area_mm2": 0.00188,
  "peakVddDrop_uv": 118,
  "setup_viol": 41,
  "cp_max_fo": 5,
  "dp_worst_setup_slack_ps": -683
}
cells by family after synthesis:
| kind of cell | after synthesis | share of synthesized area |
|---|---|---|
| XOR/XNOR | 6 | 0.0279 |
| buffers and inverters | 38 | 0.118 |
| AND-OR/OR-AND | 36 | 0.148 |
| AND/OR/NAND/NOR | 25 | 0.0805 |
| adder cells (fa/ha/maj) | 36 | 0.240 |
| multiplexers | 55 | 0.386 |
path summary, 6_finish.rpt:
kind	from	to	cells after the start
worst min-delay path	counter_output[14]	out0[1]	4
worst max-delay path	selH	out2[3]	7
power groups by stage:
stage     sequential [mW]  clock (mW)  combinational, mW
4_1_cts                 0           0               1.13
6_report                0           0               1.21
5_1_grt                 0           0               1.32
repair_timing:
action	in CTS	in global routing
endpoints found under the hold margin	0	0
cloned	1	0
gates resized	249	47
setup endpoints to repair	42	42
pin swaps	35	30
buffers inserted	53	18
area by class of cell:
type,count,share of cell area
Inverter,24,0.0212
Multi-Input combinational cell,158,0.494
Tap cell,108,0.0309
Timing Repair Buffer,227,0.454
cells in the mapped netlist, types with 6 or more instances:
cell type,count
nand2_1,6
nand3_1,7
o32ai_1,6
o22ai_1,12
xnor2_1,6
inv_1,24
mux2i_4,7
mux2_2,7
buf_6,7
ha_1,36
mux2i_1,35
o31ai_1,6
tightest hold or removal path, delay by kind of cell:
family                 cells  cell delay [ps]
buffers and inverters      2              350
AND-OR/OR-AND              1              130
multiplexers               1              100
stage by stage:
stage	cell area, um2	hold slack, ps	cells
final	4370	1380	517
after global routing	4370	1420	517
after CTS	4150	1390	505
after detailed placement	3510	1880	452
after global placement	3510	1880	452
after floorplan	2080	988	196
layer usage:
metal,routed length (um),vias up
li1,-,1163
met1,3370,1061
met2,3530,44
met3,385,4
met4,27,0
met5,0,-
Power figures rest on the tool's default switching activity, not on a simulated workload.
